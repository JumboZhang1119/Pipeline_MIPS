<file path="flow/config.mk">
export PLATFORM = sky130hd
export DESIGN_NAME = SP_pipeline
export DESIGN_NICKNAME = SP_pipeline
export VERILOG_FILES = /design/flow/design.v
export SDC_FILE = /design/flow/constraint.sdc
export NUM_CORES = 4
export LEC_CHECK = 1
export CORE_UTILIZATION = 50
</file>
<file path="flow/constraint.sdc">
current_design SP_pipeline

set clk_period 7.6
set clk_io_pct 0.2

create_clock -name clk0 -period $clk_period [get_ports {clk}]

set non_clock_inputs [all_inputs -no_clocks]
set_input_delay [expr $clk_period * $clk_io_pct] -clock clk0 $non_clock_inputs
set_output_delay [expr $clk_period * $clk_io_pct] -clock clk0 [all_outputs]
</file>
<file path="flow/design.v">
module SP_pipeline(
	clk,
	rst_n,
	in_valid,
	inst,
	mem_dout,
	out_valid,
	inst_addr,
	mem_wen,
	mem_addr,
	mem_din
);
input                    clk, rst_n, in_valid;
input             [31:0] inst;
input  signed     [31:0] mem_dout;    
output reg               out_valid;   
output reg        [31:0] inst_addr;   
output reg               mem_wen;     
output reg        [11:0] mem_addr;    
output reg signed [31:0] mem_din;     
reg	signed [31:0] r [0:31];    
reg signed [31:0] jalpc;       
integer i;                     
reg [31:0] IF_ID_immediate;
reg [5:0]  IF_ID_opcode, IF_ID_funct;
reg [4:0]  IF_ID_rs, IF_ID_rt, IF_ID_rd, IF_ID_shamt;
reg        IF_ID_in_valid;
reg signed [31:0] ID_EX_alu_out;
reg [31:0] ID_EX_immediate;
reg [5:0]  ID_EX_opcode, ID_EX_funct;
reg [4:0]  ID_EX_rs, ID_EX_rt, ID_EX_rd, ID_EX_shamt;
reg        ID_EX_reg_wen, ID_EX_mem_wen, ID_EX_in_valid;
reg signed [31:0] EX_MEM_alu_out;
reg [5:0]  EX_MEM_opcode;
reg [4:0]  EX_MEM_rt_rd;
reg        EX_MEM_reg_wen, EX_MEM_mem_wen, EX_MEM_in_valid;
reg signed [31:0] MEM_WB_alu_out;
reg [5:0]  MEM_WB_opcode;
reg [4:0]  MEM_WB_rt_rd;
reg        MEM_WB_reg_wen, MEM_WB_in_valid;
always @(posedge clk or negedge rst_n) begin
    if (!rst_n) begin
        out_valid <= 0;
        inst_addr <= 0;
        mem_wen <= 1;     
		mem_addr <= 0;
		mem_din <= 0;
		IF_ID_in_valid <= 0;
		IF_ID_opcode <= 0;
		IF_ID_rs <= 0;
		IF_ID_rt <= 0;
		IF_ID_rd <= 0;
		IF_ID_shamt <= 0;
		IF_ID_funct <= 0;
		IF_ID_immediate <= 0;
        for (i = 0; i < 32; i = i + 1) begin
            r[i] <= 0;
        end
    end else if (in_valid) begin
		IF_ID_in_valid <= 1;              
        IF_ID_opcode <= inst[31:26];
        IF_ID_rs <= inst[25:21];
        IF_ID_rt <= inst[20:16];
        IF_ID_rd <= inst[15:11];
		IF_ID_shamt <= inst[10:6];
        IF_ID_funct <= inst[5:0];
		IF_ID_immediate <= inst[15:0];
        case (inst[31:26])
            6'b000000: if (inst[5:0] == 6'b000111) inst_addr <= r[inst[25:21]];                                           
            6'b000111: begin
				if (r[inst[25:21]] == r[inst[20:16]]) inst_addr <= inst_addr + 4 + {{14{inst[15]}}, inst[15:0], 2'b00};   
				else inst_addr <= inst_addr + 4;
			end
			6'b001000: begin
				if (r[inst[25:21]] != r[inst[20:16]]) inst_addr <= inst_addr + 4 + {{14{inst[15]}}, inst[15:0], 2'b00};   
				else inst_addr <= inst_addr + 4;
			end
			6'b001010: inst_addr <= {inst_addr[31:28], inst[25:0] << 2};                                                  
            6'b001011: begin                                                                                              
                jalpc <= inst_addr + 4;
                inst_addr <= {inst_addr[31:28], inst[25:0] << 2};
            end
            default: ;
        endcase
        if (inst[31:26] != 6'b000111 && inst[31:26] != 6'b001000 && inst[31:26] != 6'b001010 && inst[31:26] != 6'b001011 && !(inst[31:26] == 6'b000000 && inst[5:0] == 6'b000111)) begin
			inst_addr <= inst_addr + 4;
		end
	end else begin
		IF_ID_in_valid <= 0;
	end
end
always @(posedge clk or negedge rst_n) begin
    if (!rst_n) begin
        ID_EX_opcode <= 0;
        ID_EX_rs <= 0;
        ID_EX_rt <= 0;
        ID_EX_rd <= 0;
        ID_EX_shamt <= 0;
        ID_EX_funct <= 0;
        ID_EX_immediate <= 0;
        ID_EX_reg_wen <= 1;     
        ID_EX_mem_wen <= 1;     
		ID_EX_in_valid <= 0;
    end else if (IF_ID_in_valid) begin
		ID_EX_in_valid <= 1;              
        ID_EX_opcode <= IF_ID_opcode;        
        ID_EX_rs <= IF_ID_rs;            
        ID_EX_rt <= IF_ID_rt;                 
        ID_EX_rd <= IF_ID_rd;                  
        ID_EX_shamt <= IF_ID_shamt;          
        ID_EX_funct <= IF_ID_funct;       
        ID_EX_immediate <= IF_ID_immediate;  
        if ((IF_ID_opcode == 6'b000000 && IF_ID_funct == 6'b000111) || IF_ID_opcode == 6'b000111 || IF_ID_opcode == 6'b001000 || IF_ID_opcode == 6'b001010 || IF_ID_opcode == 6'b001011) begin
            ID_EX_reg_wen <= 1;     
            ID_EX_mem_wen <= 1;     
        end else if (IF_ID_opcode == 6'b000101) begin   
            ID_EX_reg_wen <= 0;     
            ID_EX_mem_wen <= 1;     
        end else if (IF_ID_opcode == 6'b000110) begin   
            ID_EX_reg_wen <= 1;     
            ID_EX_mem_wen <= 0;     
        end else begin
            ID_EX_reg_wen <= 0;     
            ID_EX_mem_wen <= 1;     
        end
		if (IF_ID_opcode == 6'b000101) begin
			ID_EX_alu_out <= r[IF_ID_rs] + {{16{IF_ID_immediate[15]}}, IF_ID_immediate[15:0]};          
			mem_wen <= 1;
			mem_addr <= r[IF_ID_rs] + {{16{IF_ID_immediate[15]}}, IF_ID_immediate[15:0]};
		end else if (IF_ID_opcode == 6'b000110) begin
			ID_EX_alu_out <= r[IF_ID_rs] + {{16{IF_ID_immediate[15]}}, IF_ID_immediate[15:0]};          
			mem_wen <= 0;
			mem_addr <= r[IF_ID_rs] + {{16{IF_ID_immediate[15]}}, IF_ID_immediate[15:0]};
			mem_din <= r[IF_ID_rt];
        end
	end else begin
		ID_EX_in_valid <= 0;
	end
end
always @(posedge clk or negedge rst_n) begin
    if (!rst_n) begin
        EX_MEM_alu_out <= 0;
        EX_MEM_rt_rd <= 0;
        EX_MEM_mem_wen <= 1;    
        EX_MEM_reg_wen <= 1;    
        EX_MEM_opcode <= 0;
		EX_MEM_in_valid <= 0;
    end else if (ID_EX_in_valid) begin
		EX_MEM_in_valid <= 1;               
        EX_MEM_mem_wen <= ID_EX_mem_wen;
        EX_MEM_reg_wen <= ID_EX_reg_wen;
        EX_MEM_opcode <= ID_EX_opcode;
		EX_MEM_alu_out <= ID_EX_alu_out;
        case (ID_EX_opcode)
            6'b000000: begin
                case (ID_EX_funct)
					6'b000000: EX_MEM_alu_out <= r[ID_EX_rs] & r[ID_EX_rt];          
					6'b000001: EX_MEM_alu_out <= r[ID_EX_rs] | r[ID_EX_rt];          
                    6'b000010: EX_MEM_alu_out <= r[ID_EX_rs] + r[ID_EX_rt];          
                    6'b000011: EX_MEM_alu_out <= r[ID_EX_rs] - r[ID_EX_rt];          
                    6'b000100: EX_MEM_alu_out <= (r[ID_EX_rs] < r[ID_EX_rt])? 1:0;   
					6'b000101: EX_MEM_alu_out <= r[ID_EX_rs] << ID_EX_shamt;         
					6'b000110: EX_MEM_alu_out <= ~(r[ID_EX_rs] | r[ID_EX_rt]);       
					default: ;
                endcase
				EX_MEM_rt_rd <= ID_EX_rd;   
            end
			6'b000001: EX_MEM_alu_out <= r[ID_EX_rs] & {16'b0, ID_EX_immediate[15:0]};                       
			6'b000010: EX_MEM_alu_out <= r[ID_EX_rs] | {16'b0, ID_EX_immediate[15:0]};                       
			6'b000011: EX_MEM_alu_out <= r[ID_EX_rs] + {{16{ID_EX_immediate[15]}}, ID_EX_immediate[15:0]};   
			6'b000100: EX_MEM_alu_out <= r[ID_EX_rs] - {{16{ID_EX_immediate[15]}}, ID_EX_immediate[15:0]};   
			6'b001001: EX_MEM_alu_out <= ID_EX_immediate << 16;                                              
        endcase
		if (ID_EX_opcode != 6'b000000) EX_MEM_rt_rd <= ID_EX_rt;
    end else begin
		EX_MEM_in_valid <= 0;
	end
end
always @(posedge clk or negedge rst_n) begin
    if (!rst_n) begin
        MEM_WB_alu_out <= 0;
		MEM_WB_rt_rd <= 0;
		MEM_WB_reg_wen <= 1;   
		MEM_WB_opcode <= 0;
    end else if (EX_MEM_in_valid) begin
		out_valid <= 1;
		if (EX_MEM_reg_wen == 0) begin
			if (EX_MEM_opcode == 6'b000101) r[EX_MEM_rt_rd] <= mem_dout;
			else r[EX_MEM_rt_rd] <= EX_MEM_alu_out;
		end
		if (EX_MEM_opcode == 6'b001011) r[31] <= jalpc;
    end else begin
		out_valid <= 0;
	end
end
endmodule
</file>
<file path="flow/run.sh">
#!/bin/bash
# OpenROAD 26Q1-2900-gdf79404cd8, Yosys 0.63+post, stock flow scripts
make -C /OpenROAD-flow-scripts/flow DESIGN_CONFIG=/design/flow/config.mk WORK_HOME=/design/flow/orfs finish
</file>
==> results.json <==
{
  "worstPathRequired_ns": 7.75,
  "period_needed_ns": 4.18,
  "path_class": "in -> reg",
  "grt_use_met1_pct": 46.1,
  "arrival_ns": 4.33,
  "portBuffers": 62,
  "rrSetupSlack_ns": 3.57,
  "die_w_um": 95.3,
  "synthCells": 563,
  "via_per_inst": 6.00,
  "cts.sinks": 30,
  "diodes": 0,
  "ys_cells": 563,
  "cts_resized": 0,
  "fin_worst_skew_ns": 0.00483,
  "met3_usage_pct": 2.19,
  "top_register": "inst_addr",
  "cp_max_fo": 17,
  "num_rows": 33,
  "drt_first_pass_iters": 5,
  "edf_count": 0,
  "ctsHoldBuffers": 0,
  "pin_count": 145,
  "syn_area_per_cell_um2": 7.72,
  "ys_area_mm2": 0.00435,
  "wl_um": 12500,
  "setup_viol": 0,
  "synthArstFlopShare_pct": 100,
  "synth_flop_count": 30,
  "grt_pass1_wl_um": 19700,
  "met2_usage_pct": 43.3,
  "cts_root_buf": "clkbuf_8",
  "tns_ns": 0,
  "worst_setup_path_end_kind": "flip-flop",
  "layout_setup_ws_ns": 3.42,
  "grt_pass1_vias": 3839,
  "tritoncts": "built",
  "fillers": 771,
  "maxCapViolCount": 0,
  "power_density_mw_per_mm2": 266,
  "rsz0062_at_grt": "false",
  "place.gp.congestion": 0.934,
  "antenna_found_initial": 0,
  "core_area_mm2": 0.00830,
  "drt-initial-drc-count": 313,
  "leakage_nw": 2.05,
  "syn-cell-area_mm2": 0.00435,
  "relSlewSlack_pct": 59.0,
  "cts_buffers": 5,
  "dpl.hpwl_um": 9120,
  "largest_register_ffs": 30,
  "final_layout_size_suffix_gt1_share_pct": 5.72,
  "hold_violations": 0,
  "cts_max_path_buffers": 2,
  "clk_latency_ns": 0.29,
  "max_freq_mhz": 239,
  "critPathLaunchType": "input pin",
  "syn_to_final_growth_pct": 13.1,
  "fp_util_pct": 52.4,
  "die_h_um": 95.3,
  "fin_crit_sh_pct": 55.0,
  "cts_post_setup_buffers_inserted": 0,
  "top_regs": "inst_addr (30)",
  "ir_worst_vdd_v": 0.000132,
  "clk_pin_slew_worst_paths_ns": 0.08,
  "worst_slew_pin_slew_ns": 0.613,
  "vias": 4300,
  "ys_seq_share_pct": 17.3,
  "final_antenna_net_count": 0,
  "ys_warn_count": 2142,
  "final_max_slew_viol_count": 0,
  "min_path_type": "reg -> reg",
  "outcome": "completed",
  "warnings": 66,
  "grt_overflow": 0,
  "pre_cts_ws_ns": 3.14,
  "htree_levels": 2,
  "grt.busiest_layer": "met1",
  "grt_max_degree": 53,
  "synthFlopType": "dfrtp_1",
  "grt_use_total_pct": 28.9,
  "wl_per_cell_um": 17.4,
  "synth_cell_types": 71,
  "drc": 0,
  "chipArea_mm2": 0.00907
}
[worst paths after layout]
| kind | from | depth (start not counted) | endpoint |
|---|---|---|---|
| worst max-delay path | inst[15] | 11 | inst_addr[30] |
| worst min-delay path | inst_addr[22] | 2 | inst_addr[22] |
| worst max register to register | inst_addr[4] | 13 | inst_addr[30] |
| worst min register to register | inst_addr[22] | 2 | inst_addr[22] |
| max in group asynchronous | rst_n | 2 | inst_addr[23] |
| min in group asynchronous | rst_n | 2 | inst_addr[3] |
[cells by family after synthesis]
| kind of cell | after synthesis | share of synthesized area, % |
|---|---|---|
| xor gates and xnor gates | 50 | 10.2 |
| DFF | 30 | 17.3 |
| other | 2 | 0.173 |
| buffers and inverters | 92 | 13.4 |
| AOI/OAI and AO/OA | 171 | 27.1 |
| and+or+nand+nor | 181 | 21.0 |
| adders and majority gates | 36 | 10.5 |
| muxes | 1 | 0.259 |
[critical path, cell delays in order]
cell,delay [ns]
clkdlybuf4s50_1,0.46
buf_4,0.25
ha_1,0.35
a21oi_1,0.25
o21ai_0,0.18
a211oi_1,0.34
o2111ai_1,0.21
a31oi_1,0.33
o21ai_0,0.16
xnor2_1,0.15
o221ai_1,0.11
[where the power goes]
part	total [mW]	internal, mW	switching, mW
sequential	0.276	0.203	0.0731
combinational	0.864	0.402	0.462
clock	0.168	0.0966	0.0712
total	1.31	0.701	0.606
[layer usage]
layer	vias up	share of wire, %
li1	2087	-
met1	2007	49
met2	182	43
met3	24	5.9
met4	0	1.9
met5	-	0
[stage by stage]
stage / instance area [um2] / cells / hold WS, ns / total power [mW] / util (%)
floorplan: 4520 / 609 / 0.475 / 0.894 / -
global placement: 4810 / 709 / 0.528 / 1.12 / 57.9
detailed placement: 4810 / 709 / 0.531 / 1.13 / 57.9
CTS: 4920 / 717 / 0.548 / 1.31 / 59.2
global route: 4920 / 717 / 0.585 / 1.42 / 59.2
finish: 4920 / 717 / 0.548 / 1.31 / 59.2
[placed cells by master, fill, tap and decap left out, drive strengths merged, types with 10 or more instances in the layout]
cell type,netlist,layout
a21oi,46,46
xor2,13,13
and3,14,14
nor2,50,50
o21ai,28,28
conb,2,48
nand3,17,17
a21o,13,13
xnor2,37,37
nand4,15,15
a221oi,10,10
nor3,11,11
ha,35,35
dfrtp,30,30
clkdlybuf4s50,0,61
inv,18,18
nand2,50,50
[layout make-up]
type                            count  area, um2  area share [%]
Timing Repair Buffer               69        668            13.6
Clock buffer                        5       68.8            1.40
Sequential cell                    30        751            15.3
Multi-Input combinational cell    487       3190            64.9
Tap cell                          105        131            2.67
Inverter                           18       67.6            1.37
Clock inverter                      3       40.0           0.814
[synthesized netlist by cell type, drive strengths merged (9+ instances only)]
| master | number | area, um2 |
|---|---|---|
| nand2 | 50 | 198 |
| nor2 | 50 | 193 |
| a21oi | 46 | 230 |
| a221oi | 10 | 87.6 |
| dfrtp | 30 | 751 |
| a222oi | 9 | 90.1 |
| nand3 | 17 | 85.1 |
| and3 | 14 | 88.8 |
| nand4 | 15 | 100 |
| o21ai | 28 | 140 |
| ha | 35 | 438 |
| nor3 | 11 | 82.6 |
| a211oi | 9 | 72.6 |
| inv | 18 | 67.6 |
| xnor2 | 37 | 324 |
| xor2 | 13 | 121 |
| buf | 60 | 453 |
| clkbuf | 14 | 62.6 |
| a21o | 13 | 97.6 |
Power and IR drop assume default switching activity.
